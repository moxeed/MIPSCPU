==> flow/design.v <==
`timescale 1ns/1ns
module Controller( regSrc, regDst, pcSrc, ALUSrc, ALUOp, regWrite, memWrite, zero, opCode, func);
input zero;
input[5:0] opCode,func;
output reg [1:0] regDst,regSrc,pcSrc,ALUOp;
output reg ALUSrc,regWrite,memWrite;
parameter [5:0]
	RTYPE = 0,ADDI = 8,SLTI = 10,LW = 35,SW = 43,J = 2,JAL = 3,BEQ = 4,BNE = 5;
parameter [5:0]
	ADD = 32,SUB = 34,SLT = 42 , JR =  8;
reg[2:0] ALUcontrol;
reg [1:0] branchOC;
always@(opCode)begin
	{regDst,regSrc,pcSrc,ALUcontrol,ALUSrc,regWrite,memWrite,branchOC} = 0;
	case(opCode)
		RTYPE:begin regSrc=2; regWrite= func==8 ? 0 : 1; memWrite=0; ALUSrc=0; regDst=1; ALUcontrol=3;  branchOC=0;end
		ADDI: begin regSrc=2; regWrite=1; memWrite=0;		     ALUSrc=1; regDst=0; ALUcontrol=0;  branchOC=0; end
		SLTI: begin regSrc=2; regWrite=1; memWrite=0; 		     ALUSrc=1; regDst=1; ALUcontrol=2;  branchOC=0; end
		LW:   begin regSrc=1; regWrite=1; memWrite=0; 		     ALUSrc=1; regDst=0; ALUcontrol=0;  branchOC=0; end
		SW:   begin regSrc=0; regWrite=0; memWrite=1; 		     ALUSrc=1; regDst=0; ALUcontrol=0;  branchOC=0; end
		J:    begin regSrc=0; regWrite=0; memWrite=0;     	     ALUSrc=0; regDst=0; ALUcontrol=0;  branchOC=2;  end
		JAL:  begin regSrc=0; regWrite=1; memWrite=0; 		     ALUSrc=0; regDst=2; ALUcontrol=0;  branchOC=2;  end
		BEQ:  begin regSrc=0; regWrite=0; memWrite=0; 		     ALUSrc=0; regDst=0; ALUcontrol=1;  branchOC=1;  end
		BNE:  begin regSrc=0; regWrite=0; memWrite=0; 		     ALUSrc=0; regDst=0; ALUcontrol=1;  branchOC=3;  end
		endcase
end
reg branchF;
always@(func, ALUcontrol)begin
	ALUOp = 0;branchF=0;
	if(ALUcontrol == 3)begin
		case(func)
			ADD:ALUOp = 0;
			SUB:ALUOp = 1;
			SLT:ALUOp = 2;
			JR: branchF = 1;
		endcase
	end
	else
		ALUOp = ALUcontrol;
end
always@(zero, branchOC)begin
	pcSrc = 0;
	if(branchF == 1) pcSrc = 3;
	else if(branchOC == 1) pcSrc = {1'b0,zero};
	else if(branchOC == 2) pcSrc = 2;
	else if(branchOC == 3) pcSrc = {1'b0,~zero};
end
endmodule
==> flow/run.sh <==
#!/bin/bash
# OpenROAD 26Q1-2900-gdf79404cd8, Yosys 0.63+post, stock flow scripts
make -C /OpenROAD-flow-scripts/flow DESIGN_CONFIG=/design/flow/config.mk WORK_HOME=/design/flow/orfs finish
==> flow/config.mk <==
export PLATFORM = sky130hd
export DESIGN_NAME = Controller
export DESIGN_NICKNAME = Controller
export VERILOG_FILES = /design/flow/design.v
export SDC_FILE = /design/flow/constraint.sdc
export NUM_CORES = 4
export LEC_CHECK = 1
export CORE_AREA = 10 10 70 70
export DIE_AREA = 0 0 80 80
==> flow/constraint.sdc <==
current_design Controller

set clk_period 1.9
set clk_io_pct 0.2

create_clock -name clk0 -period $clk_period

set non_clock_inputs [all_inputs -no_clocks]
set_input_delay [expr $clk_period * $clk_io_pct] -clock clk0 $non_clock_inputs
set_output_delay [expr $clk_period * $clk_io_pct] -clock clk0 [all_outputs]
==> impl_metrics.csv <==
group,metric,value,unit
logic_synthesis,top_cells_by_count,"7 x nor2_1, 3 x nand4_1",
setup_path,crit_family,"simple AND/OR/NAND/NOR gates",
setup_path,crit_arrival,1.45,ns
setup_path,path_cells,"clkdlybuf4s15_2 > or2_4 > nor4_4 > a21boi_2 > dlygate4sd2_1",
power_and_ir_drop,power_leakage,0.2724,nW
logic_synthesis,ys_warn_count,1,
power_and_ir_drop,power,0.00008642,W
floorplanning,rows,21,
floorplanning,dieArea,6400,um^2
floorplanning,die.size.y,80,um
floorplanning,die_x,80,um
routing,via_per_inst,3.310,
sta,report.final.slew_viol_count,0,
placed_design,routabilityCongestion,0.7566,
global_route,grt_pass1_wl,1704,um
logic_synthesis,syn_inst,32,
routing,route.detailed.drc,0,
finish,fill_cells,382,
logic_synthesis,netlist_area,210.2,um^2
global_route,grtUsageTotal,0.03142,
sta,setup_viol,0,
worst_hold_path,worstHoldPathType,"input pin to primary output",
sta,timing.final.crit_share,0.9622,
logic_synthesis,yosys_area,210.2,um^2
routing,drtIter0Drc,14,
setup_path,worstPathRequired,1.52,ns
setup_path,crit_slowest_cell,"or2_4",
finish,combGateArea,259.0,um^2
routing,dr_total_vias,374,
routing,diodes,0,
global_route,grt_overflow,0,
sta,fin_crit,1.828,ns
global_route,antenna_found_initial,0,
logic_synthesis,top_cell_area_share,0.1250,
setup_path,crit_buf_inv,2,
routing,wirelength,1106,um
setup_path,path_max_fanout,2,
logic_synthesis,ys_cells,32,
sta,setup_tns,0,ns
worst_hold_path,whs_endpoint,"regSrc[1]",
worst_hold_path,hp-start,"opCode[1]",
routing,wl_per_cell,9.788,um
finish,ff_count,0,
finish,drive_gt1_frac,0.5672,
routing,firstDrtPassIters,2,
setup_path,critPathCaptureType,"primary output",
job,warnings,33,
setup_path,cp-start-kind,"input pin",
cts,holdBufCountCts,0,
worst_hold_path,min_delay_path_depth,3,
power_and_ir_drop,power_density,142.1,nW/um^2
job,maxCapViolations,0,
global_route,grt_pass1_vias,380,
logic_synthesis,synth_seq_share,0,
floorplanning,core_util_floorplan,0.06154,
floorplanning,core_area,3416,um^2
setup_path,cpPeakStageDelay,0.24,ns
power_and_ir_drop,vdd_drop_max,0.02601,mV
global_route,grt_max_degree,7,
finish,area_delta_synth_final,189.3,%
routing,ant_nets,0,
run_status,outcome,"finished, final reports clean",
logic_synthesis,largest_area_cell,"nor2_1",
finish,regArea,0,um^2
logic_synthesis,ys_top_cells_by_area,"nor2_1 13%, a21boi_2 11%, nor4_4 10%, nand4_1 8.9%, buf_4 7.1%",
sta,max_freq,547.0,MHz
finish,clkbuf_count,0,
sta,hold_viol_final,0,
placed_design,dp_hpwl,888.8,um
floorplanning,ios,24,
logic_synthesis,syn_avg_cell_area,6.569,um^2
placed_design,numPortBuffers,21,
logic_synthesis,synth_cell_types,19,
logic_synthesis,most_common_cell,"nor2_1",
setup_path,criticalPathCategory,"input pin to primary output",
-- routing by layer --
layer  global-route usage  vias to the layer above  part of all wire
met5                    0                        -                 0
met4                    0                        0                 0
met3             0.006818                        0              0.10
met2              0.05778                       13              0.46
met1              0.03828                      174              0.43
li1                     -                      187                 -
-- layout make-up --
class,count,share of cell area
inverter,2,0.01235
multi-input combinational,29,0.4259
tap,46,0.09465
timing repair buffer,36,0.4671
-- logic make-up (layout without fill, tap and decap cells) --
logic type,Yosys count,in the layout,synth area share
buf+inv,4,38,0.1071
simple gates,19,19,0.5536
compound gates,7,7,0.2797
xor+xnor,1,1,0.04167
other cells,1,2,0.01784
-- worst min-delay path: cells and delay by family --
kind | cells | cell delay, ns
AOI/OAI and AO/OA | 1 | 0.09
buffers and inverters | 2 | 0.29
-- what timing repair did --
action	CTS	global route
pin swaps	12	2
endpoints found under the setup margin	9	2
buffers inserted	5	0
resized	59	1
-- cells in the final DEF, fill, tap and decap left out, types with 2 or more instances in the layout --
| cell type | count |
|---|---|
| a21boi_2 | 3 |
| buf_2 | 6 |
| buf_4 | 14 |
| clkdlybuf4s15_2 | 2 |
| conb_1 | 2 |
| dlygate4sd2_1 | 12 |
| inv_1 | 2 |
| nand4_1 | 3 |
| nor2_1 | 5 |
| nor4_4 | 2 |
-- worst max-delay path by stage --
stage                     start  endpoint  slack [ns]  cells past startpoint
after CTS             opCode[2]  ALUOp[1]        0.02                      5
after global routing  opCode[2]  ALUOp[1]      -0.006                      5
final                 opCode[2]  ALUOp[1]        0.07                      5
-- report_power, final --
group	total, W	internal [W]	switching, W
sequential	0	0	0
combinational	0.0000864	0.0000470	0.0000394
clock	0	0	0
total	0.0000864	0.0000470	0.0000394
-- through the flow --
stage	hold WS (ns)	utilization	worst slack (ns)	instance area (um^2)	cells
4_1_cts	1.118	0.1755	0.01729	599.3	113
5_1_grt	1.156	0.1780	-0.005882	608.1	113
6_report	1.131	0.1780	0.07181	608.1	113
3_5_place_dp	1.789	0.1586	-0.6442	541.8	108
2_1_floorplan	0.7735	-	0.5207	214.0	33
3_3_place_gp	1.785	0.1586	-0.6703	541.8	108
Power figures rest on the tool's default switching activity, not on a simulated workload.
