===== /design/flow/run.sh =====
#!/bin/bash
# OpenROAD 26Q1-2900-gdf79404cd8, Yosys 0.63+post, stock flow scripts
make -C /OpenROAD-flow-scripts/flow DESIGN_CONFIG=/design/flow/config.mk WORK_HOME=/design/flow/orfs finish

===== /design/flow/config.mk =====
export PLATFORM = sky130hd
export DESIGN_NAME = ALU
export DESIGN_NICKNAME = ALU
export VERILOG_FILES = /design/flow/design.v
export SDC_FILE = /design/flow/constraint.sdc
export NUM_CORES = 4
export LEC_CHECK = 1
export CORE_UTILIZATION = 40

===== /design/flow/constraint.sdc =====
current_design ALU

set clk_period 18.8
set clk_io_pct 0.2

create_clock -name clk0 -period $clk_period

set non_clock_inputs [all_inputs -no_clocks]
set_input_delay [expr $clk_period * $clk_io_pct] -clock clk0 $non_clock_inputs
set_output_delay [expr $clk_period * $clk_io_pct] -clock clk0 [all_outputs]

===== /design/flow/design.v =====
`timescale 1ns/1ns
module ALU (lop, rop, op, result, zero);
    input [1:0] op;
    input [31:0] lop, rop;
    output zero;
    output [31:0] result;
    parameter Add = 2'b00, Sub = 2'b01, Slt = 2'b10;
    assign result = op == Add ? lop + rop :
                    op == Sub ? lop - rop :
                    op == Slt ? lop < rop ? 32'b1 : 32'b0 
                    :32'b0;
    assign zero = result == 32'b0;
endmodule

==> flow_summary.toml <==
# generated from flow reports
[synthesis]
synth_top_area_share_pct = 18.99
yosysWarnings = 0
netlist_area_um2 = 4151
synth.most_common_cell = "nor2_1"
ys_seq_share_pct = 0
ys_area_um2 = 4151
synth_cell_types = 71
syn_inst = 634
syn_area_per_cell_um2 = 6.548
yosysCellCount = 634
netlist_top_cells_area = "ha_1, a21oi_1, nor2_1, inv_1, o21ai_0"
top_cells_by_count = "nor2_1, a21oi_1, inv_1"
synth_area_leader_cell = "ha_1"

[worst_setup_path]
critPathBufInv = 3
critical_path.cell_chain = "clkdlybuf4s50_1 -> inv_1 -> ha_1 -> o2111ai_2 -> a2111oi_4 -> o2111ai_1 -> a31oi_1 -> o21ai_1 -> o21ai_0 -> mux2_2 -> o21ba_2 -> nand4b_1 -> nor4_2 -> clkdlybuf4s50_1"
start_kind = "input pin"
path_delay_family = "AND-OR/OR-AND gates"
crit_fanout = 9
cp_slowest_cell = "a2111oi_4"
cpMostUsedCell = "clkdlybuf4s50_1"
required_ns = 15.04
arrival_ns = 8.15
crit_path_end_kind = "output port"
cp_slowest_stage_delay_ns = 0.64
setup.worst_path.class = "input pin to output port"

[floorplan]
fp_util_pct = 41.89
die-area_um2 = 10790
core-area_um2 = 9910
chipWidth_um = 103.9
rows = 36
die-height_um = 103.9
design.portCount = 99

[route]
insertedDiodeCount = 0
wl_um = 14250
firstDrtPassIters = 5
wl_per_cell_um = 17.13
route.detailed.drc = 0
postRouteAntennaNets = 0
vias = 4922
via_per_inst = 5.916
drtIter0Drc = 311

[global_route]
grt_max_degree = 54
grt_pass1_vias = 4488
grt_use_total_pct = 26.15
grt_pass1_wl_um = 22980
antenna_found_initial = 0
overflow = 0

[timing]
worst_pin_slew_ns = 0.7342
fin_crit_ns = 11.91
hold_viol_final = 0
fin_tns_setup_ns = 0
rsz0062_at_grt = "false"
fmax_ghz = 0.08395
finalSetupViolCount = 0
drv_slew = 0
holdWs_ns = 8.701
fin_crit_sh_pct = 63.36
relSlewSlack_pct = 50.96

[finish]
seq_cell_count = 0
stdcell_area_um2 = 5156
seq_area_um2 = 0
synthToLayoutAreaGrowth_pct = 24.20
drive_gt1_share_pct = 3.290
nClkBuffers = 0
layout.cells.non_filler = 832

[place]
place_congestion = 1.062
io_buffers = 99
dp.cells = 832
dpl-instance-area_um2 = 5156
dp.final_hpwl_um = 11730

[power_and_ir_drop]
powerDensity_nw_per_um2 = 33.75
vdd_drop_max_mv = 0.01571
power.leakage_nw = 2.236
p_total_w = 0.0001740

[cts]
hold_buffers = 0
post-cts-setup-buffers = 0
cts_resized = 0

[flow_run]
timing.max_cap.violations = 0
warnings = 63

[worst_hold_path]
min_path_type = "input pin to output port"

[run_status]
status = "completed"
[final cells by class]
| type | count | area, µm² |
|---|---|---|
| Tap cell | 133 | 166.4 |
| Fill cell | 1015 | 4753 |
| Timing Repair Buffer | 102 | 1013 |
| Inverter | 64 | 240.2 |
| Multi-Input combinational cell | 533 | 3736 |
[power breakdown]
part / internal (W) / switching [W]
clock: 0 / 0
sequential: 0 / 0
combinational: 0.0000794 / 0.0000946
[metal layers]
layer / share of wire [%] / GRT usage [%]
met5: 0 / 0
met4: 1.8 / 4.694
met3: 6.6 / 2.425
met2: 45 / 42.10
met1: 47 / 38.22
[final timing paths]
check,cells after the start,to,slack (ns),startpoint
min,6,result[31],8.70,rop[31]
max,14,zero,6.89,rop[3]
[metrics by stage]
step / setup WS [ns] / utilization, %
3_3_place_gp: 6.951 / 52.03
5_1_grt: 6.564 / 52.03
3_5_place_dp: 6.974 / 52.03
6_report: 6.889 / 52.03
2_1_floorplan: 8.638 / -
4_1_cts: 6.955 / 52.03
[cell usage in the layout (no fill, tap or decap), types with 14 or more instances in the layout]
cell type | Yosys | final
a21o_1 | 15 | 15
a21oi_1 | 73 | 73
clkdlybuf4s50_1 | 0 | 99
ha_1 | 63 | 63
inv_1 | 64 | 64
nand2_1 | 28 | 28
nor2_1 | 84 | 84
nor2b_1 | 14 | 14
nor3_1 | 16 | 16
o21ai_0 | 30 | 30
xnor2_1 | 15 | 15
[cell families after synthesis]
logic type | share of synthesized area (%)
adders and majority gates | 19.95
muxes | 3.044
AOI/OAI and AO/OA | 38.04
xor gates and xnor gates | 3.376
and+or+nand+nor | 25.59
buffers and inverters | 10.01
