[config.mk]
export PLATFORM = sky130hd
export DESIGN_NAME = programCounter
export DESIGN_NICKNAME = programCounter
export VERILOG_FILES = /design/flow/design.v
export SDC_FILE = /design/flow/constraint.sdc
export NUM_CORES = 4
export LEC_CHECK = 1
export CORE_AREA = 10 10 72 72
export DIE_AREA = 0 0 82 82
[constraint.sdc]
current_design programCounter

set clk_period 1.0
set clk_io_pct 0.2

create_clock -name clk0 -period $clk_period [get_ports {clk}]

set non_clock_inputs [all_inputs -no_clocks]
set_input_delay [expr $clk_period * $clk_io_pct] -clock clk0 $non_clock_inputs
set_output_delay [expr $clk_period * $clk_io_pct] -clock clk0 [all_outputs]
[design.v]
module programCounter(clk, nextAddr, currAddr);
input [31:0] nextAddr;
input clk;
output reg [31:0] currAddr = 0;
	always@(posedge clk)begin
		currAddr <= nextAddr;
	end
endmodule
[run.sh]
#!/bin/bash
# OpenROAD 26Q1-2900-gdf79404cd8, Yosys 0.63+post, stock flow scripts
make -C /OpenROAD-flow-scripts/flow DESIGN_CONFIG=/design/flow/config.mk WORK_HOME=/design/flow/orfs finish
==> impl_metrics.toml <==
# yosys + openroad results
[critical_path]
cp-end-kind = "output pin"
cp.depth = 1
path_class = "reg -> out"
cp-startpoint = "currAddr[9]"
max_stage_delay_ps = 310
slowest_stage = "dfxtp_1"
crit_family = "flip-flops"
path_buffers = 1
cp_cell_sequence = "clkdlybuf4s15_1"
arrival_ps = 750
required_ps = 800
cp_max_fo = 1
cp-start-kind = "flip-flop"

[pwr]
p_leak_nw = 0.582
irDropWorstVdd_mv = 0.683
pwr-share-seq_pct = 54.0
p_comb_share_pct = 7.7
switching_power_w = 0.000447
intPower_w = 0.00208
p_per_area_mw_per_mm2 = 1820
clkPwrFrac_pct = 38.3
switching_share_pct = 17.7

[final_timing]
hold_slack_ps = 359
finalCritPeriodShare_pct = 95.3
setup_violations = 0
fmax_mhz = 1050
period_needed_ps = 953
finalSetupTns_ps = 0
hold_violations = 0
worstMarginPinSlew_ps = 69.1
slew_violations = 0
rsz0062_at_grt = "false"
relSlewSlack_pct = 95.4

[grt]
grt_usage_pct = 5.74
grt_pass1_wl_microns = 2850
antenna_found_initial = 0
grt_overflow_total = 0
grt_start_max_net_pins = 10
grt_pass1_vias = 516

[synthesis]
area_leaders = "dfxtp_1 (100%)"
ys_ff = 32
yosysCellCount = 32
edf_count = 0
avgSynthCellArea_sq_um = 20.0
ys.flop_type = "dfxtp_1"
async_reset_ff_share_pct = 0
yosys_warnings = 1
top_area_cell = "dfxtp_1"
synth_cell_type_count = 1
common_cells = "dfxtp_1 (32)"
synthesis.area_sq_um = 641
synth_top_area_share_pct = 100
synth_cells = 32
ys_seq_share_pct = 100
yosysChipArea_sq_um = 641
synth.most_common_cell = "dfxtp_1"

[layout]
fill_cells = 367
largest-register = "currAddr"
drive_gt1_share_pct = 27.9
syn_to_final_growth_pct = 117
final-comb-area_sq_um = 0
reg_top3 = "currAddr: 32 flops"
final_cells = 152
logic_gate_count = 0
flop_area_sq_um = 656
largest_reg_flops = 32

[detailed_routing]
ant_nets = 0
routed_wl_microns = 1940
drc_errors = 0
firstDrtPassIters = 2
drtIter0Drc = 4
wl_per_cell_microns = 12.7
vias_per_cell = 3.26
num_antenna_cells = 0
vias = 495

[hold_path]
hp-start = "nextAddr[19]"
min_path_type = "in -> reg"
holdPathEnd = "currAddr[19]"
min_path_cells = 1

[clocking]
clk_pin_slew_ps = 60
htreeDepth = 2
hold_buffers = 0
post_cts_buffers = 0
cts_buffer_depth = 2
cts_made_buffers = 5
clkSinkCount = 32
cts_tree = "yes"
cts_root_buf = "clkbuf_8"

[placed_design]
portBuffers = 64
gp_congestion = 0.779
place_inst = 144

[floorplan]
dieArea_sq_mm = 0.00672
die_w_microns = 82
coreArea_sq_mm = 0.00369
initial_core_util_pct = 17.4
fp-row-count = 22
ioPinCount = 65
fp.dieH_microns = 82

[status]
status = "complete, no violations"

[run]
maxCapViolations = 0
warnings = 25
-- worst max-delay path by stage --
stage | end | slack (ps)
finish | currAddr[9] | 50
global route | currAddr[20] | 0.4
CTS | currAddr[2] | 20
-- layer usage --
layer	GRT usage [%]	wire length, microns	vias up
met1	6.33	670	210
met3	5.51	401	5
met4	1.36	47	0
met5	0	0	-
li1	-	-	237
met2	7.84	816	43
-- power by group through the flow --
stage         sequential [W]  combinational (W)  clock, W
finish               0.00136           0.000195  0.000967
global route         0.00137           0.000215   0.00109
CTS                  0.00136           0.000215   0.00102
-- area by class of cell --
cell class	instances	area share, %
Sequential cell	32	47.1
Timing Repair Buffer	64	42.1
Tap cell	48	4.32
Clock buffer	8	6.47
-- metrics by stage --
step	utilization, %	setup WS, ps	cell area, sq um	power (W)
2_1_floorplan	-	538	641	0.00137
4_1_cts	38.8	20.6	1430	0.00259
3_5_place_dp	36.4	34.3	1340	0.00163
6_report	37.7	46.9	1390	0.00253
3_3_place_gp	36.4	37.8	1340	0.00163
5_1_grt	37.7	0.375	1390	0.00268
-- cell families (layout without fill, tap and decap cells) --
group    count (synthesis)  count (layout)  share of synthesized area (%)
buf+inv                  0              72                              0
flops                   32              32                            100
-- repair_timing --
action,CTS,global route
endpoints found under the setup margin,32,16
pin swaps,0,0
gates resized,65,22
-- cell usage in the layout (no fill, tap or decap) --
cell type        instances
clkbuf_2                11
clkdlybuf4s15_1         21
clkbuf_1                 2
dfxtp_2                 12
clkbuf_8                 6
dfxtp_1                 20
clkdlybuf4s50_1         32
Power is estimated from default activity; no workload was simulated.
